==> ./design.v <==
module MEM (
    output reg [31:0] out,   
    input [3:0] byte_addr,   
    input [31:0] data_i,     
    input e_read, e_write
);
    reg [7:0] memory [15:0];
    initial begin
        memory[0] =  8'h0;
        memory[1] =  8'h1;
        memory[2] =  8'h2;
        memory[3] =  8'h3;
        memory[4] =  8'h4;
        memory[5] =  8'h5;
        memory[6] =  8'h6;
        memory[7] =  8'h7;
        memory[8] =  8'h8;
        memory[9] =  8'h9;
        memory[10] = 8'hA;
        memory[11] = 8'hB;
        memory[12] = 8'hC;
        memory[13] = 8'hD;
        memory[14] = 8'hE;
        memory[15] = 8'hF;
    end
    wire [3:0] start_addr;
    assign start_addr = {byte_addr[3:2], 2'b0};
    always@(*) begin
        if (e_write) begin
            memory[start_addr]   =  data_i[31:24];
            memory[start_addr+1] =  data_i[23:16];
            memory[start_addr+2] =  data_i[15:8];
            memory[start_addr+3] =  data_i[7:0];
            out = 32'b0;
        end
        else if (e_read) begin
            out = {
                memory[start_addr], memory[start_addr+1],
                memory[start_addr+2], memory[start_addr+3]
            };
        end
        else begin
            out = 32'b0;
        end
    end
endmodule
==> ./run.sh <==
#!/bin/bash
# OpenROAD 26Q1-2900-gdf79404cd8, Yosys 0.63+post, stock flow scripts
make -C /OpenROAD-flow-scripts/flow DESIGN_CONFIG=/design/flow/config.mk WORK_HOME=/design/flow/orfs finish
==> ./config.mk <==
export PLATFORM = sky130hd
export DESIGN_NAME = MEM
export DESIGN_NICKNAME = MEM
export VERILOG_FILES = /design/flow/design.v
export SDC_FILE = /design/flow/constraint.sdc
export NUM_CORES = 4
export LEC_CHECK = 1
export CORE_UTILIZATION = 30
==> ./constraint.sdc <==
current_design MEM

set clk_period 10.7
set clk_io_pct 0.2

create_clock -name clk0 -period $clk_period

set non_clock_inputs [all_inputs -no_clocks]
set_input_delay [expr $clk_period * $clk_io_pct] -clock clk0 $non_clock_inputs
set_output_delay [expr $clk_period * $clk_io_pct] -clock clk0 [all_outputs]
==> results.txt <==
Remaining DRCs -> 0
Cell count listed in synth_stat.txt -> 406
Final Hold Fails -> 0
Number of cell rows -> 44
DRT Pass-1 Iters -> 20
Largest net degree at the start of global routing -> 39
Worst hold slack -> 5260 ps
Sw frac -> 33.0%
Design Area, Final -> 5320 um^2
Crit path capture type -> output pin
Routed wire per std cell -> 16.3 um
CP arrival -> 4620 ps
I/O pin cnt -> 70
Syn Inst Count -> 406
Register pins left without a clock -> 128
Maximum VDD drop -> 0.0000152 V
Iteration-0 DRC Markers -> 147
Synthesized area -> 4560 um^2
RSZ-0062 raised after global routing -> false
Final setup violation count -> 0
Worst hold path class -> input pin to output pin
Reg power frac -> 37.7%
Total grt overflow -> 0
Final tally of max-slew violations -> 0
Number of global-route vias before repair -> 3216
Register Area -> 1920 um^2
Via/cell ratio -> 5.00
Max FFs per register -> 128
Detail Route Antenna Nets -> 0
Endpoints left unconstrained -> 128
Leakage power -> 2.30 nW
Most instantiated logic cells after routing -> dlxtn_1 (128), mux2_2 (123), clkdlybuf4s50_1 (67), mux2i_1 (64), o22ai_1 (29)
Pwr dens -> 45.7 nW/um^2
Worst Setup Start Kind -> input pin
Achievable Freq -> 0.148 GHz
Chip height -> 125 um
Placement Cell Area -> 5320 um^2
Dpl hpwl -> 7030 um
WL final -> 10300 um
Synth warn -> 130
Initial Util -> 31.0%
Predominant post-synthesis flop cell -> dlxtn_1
Tool warnings -> 34
Area Overhead vs Synth -> 16.6%
Post-CTS sizing -> 0
Post-synth EDFFs -> 0
Worst-path maximum fanout -> 26
Synth unique cells -> 17
Layout cells sized above 1 -> 30.7%
Logic area -> 2420 um^2
Clock share of power -> 0%
Internal Pwr Total -> 0.000163 W
Synth flops -> 128
Yosys stat area -> 4560 um^2
Syn Area/Cell -> 11.2 um^2
Routability Congestion -> 0.740
Final worst path period share -> 63.1%
Worst Tran Pin Value -> 665 ps
Die width -> 125 um
Buffers added on ports -> 68
Routed vias -> 3167
Setup Crit Path Kind -> input pin to output pin
Hold Buf Count CTS -> 0
Core area -> 14700 um^2
P_sw -> 0.0000803 W
Ys async rst share -> 0%
First-pass GRT wire length -> 17100 um
Post-Route Setup TNS -> 0 ps
Postcts setup bufs -> 0
MaxCap Viol Count -> 0
Slew HR -> 55.6%
Critical Path RT -> 8560 ps
Die area -> 15700 um^2
Final period demand of the worst path -> 6760 ps
Filler Cell Count -> 1407
Gate power share -> 62.3%
Initial antenna violation count -> 0
ANT cells -> 0
Status -> finished, final reports clean
Most frequent logic cell in the layout -> dlxtn_1
Total track usage -> 13.8%
## cell usage after synthesis (2+ instances only)
cell	count	area (um^2)
buf_4	4	30.0
nand3_1	4	20.0
nand2_1	13	48.8
dlxtn_1	128	1920
mux2_2	123	1390
nor2b_1	2	12.5
mux2i_1	64	641
clkbuf_1	3	11.3
o22ai_1	29	181
mux2_1	5	56.3
buf_6	10	113
buf_2	14	70.1
o22ai_2	3	37.5
## per-stage QoR
stage          instances  util (%)  total power, W  setup WS [ps]
3_5_place_dp         634      36.2        0.000245           3930
3_3_place_gp         634      36.2        0.000237           3920
6_report             634      36.2        0.000243           3940
5_1_grt              634      36.2        0.000265           3750
4_1_cts              634      36.2        0.000245           3920
2_1_floorplan        406         -        0.000191           5550
## per-layer routing
layer  share of wire [%]  vias up  GRT usage (%)
met4                   0        0              0
li1                    -     1569              -
met5                   0        -              0
met2                  48       44           23.2
met3                 2.1        0          0.567
met1                  50     1554           21.5
## worst max-delay path: stages
cell and delay (ps):
clkdlybuf4s50_1 720, or3b_1 620, buf_4 310, o22ai_1 310, clkdlybuf4s50_1 510
## power groups by stage
stage	Sequential [W]	Clock [W]	Combinational, W
5_1_grt	0.0000987	0	0.000166
4_1_cts	0.0000917	0	0.000154
6_report	0.0000915	0	0.000151
## final timing paths
check,startpoint,end,slack [ps],depth (start not counted)
worst max-delay path,e_write,out[25],3940,5
worst min-delay path,byte_addr[3],out[5],5260,4
## cell families after synthesis
group	after synthesis	synth area share [%]
simple gates	22	2.39
compound gates	32	4.80
latches	128	42.1
buf+inv	32	4.99
mux	192	45.7
## cell type report
class	instances	share of cell area [%]
Multi-Input combinational cell	246	45.6
Sequential cell	128	36.2
Timing Repair Buffer	76	13.9
Tap cell	184	4.33
No activity file was given, so power comes from the tool's default toggle rates.
