--- ./config.mk ---
export PLATFORM = sky130hd
export DESIGN_NAME = CLA_Adder32
export DESIGN_NICKNAME = CLA_Adder32
export VERILOG_FILES = /design/flow/design.v
export SDC_FILE = /design/flow/constraint.sdc
export NUM_CORES = 4
export LEC_CHECK = 1
export CORE_AREA = 10 10 104 104
export DIE_AREA = 0 0 114 114
--- ./constraint.sdc ---
current_design CLA_Adder32

set clk_period 25.0
set clk_io_pct 0.2

create_clock -name clk0 -period $clk_period

set non_clock_inputs [all_inputs -no_clocks]
set_input_delay [expr $clk_period * $clk_io_pct] -clock clk0 $non_clock_inputs
set_output_delay [expr $clk_period * $clk_io_pct] -clock clk0 [all_outputs]
--- ./design.v ---
module CLA_Adder4 (
    output Cout,
    output [3:0] Sum,
    input [3:0] A, B,
    input Cin
);
   wire [3:0] P, G;
   wire [3:1] C;
    assign P = A ^ B;
    assign G = A & B;
    assign C[1] = P[0] & Cin  | G[0];
    assign C[2] = P[1] & C[1] | G[1];
    assign C[3] = P[2] & C[2] | G[2];
    assign Cout = P[3] & C[3] | G[3];
    assign Sum[0] = A[0] ^ B[0] ^ Cin;
    assign Sum[1] = A[1] ^ B[1] ^ C[1];
    assign Sum[2] = A[2] ^ B[2] ^ C[2];
    assign Sum[3] = A[3] ^ B[3] ^ C[3];
endmodule
module CLA_Adder8 (
    output Cout,
    output [7:0] Sum,
    input [7:0] A, B,
    input Cin
);
   wire [7:0] P, G;
   wire [7:1] C;
    assign P = A ^ B;
    assign G = A & B;
    assign C[1] = P[0] & Cin  | G[0];
    assign C[2] = P[1] & C[1] | G[1];
    assign C[3] = P[2] & C[2] | G[2];
    assign C[4] = P[3] & C[3] | G[3];
    assign C[5] = P[4] & C[4] | G[4];
    assign C[6] = P[5] & C[5] | G[5];
    assign C[7] = P[6] & C[6] | G[6];
    assign Cout = P[7] & C[7] | G[7];
    assign Sum[0] = A[0] ^ B[0] ^ Cin;
    assign Sum[1] = A[1] ^ B[1] ^ C[1];
    assign Sum[2] = A[2] ^ B[2] ^ C[2];
    assign Sum[3] = A[3] ^ B[3] ^ C[3];
    assign Sum[4] = A[4] ^ B[4] ^ C[4];
    assign Sum[5] = A[5] ^ B[5] ^ C[5];
    assign Sum[6] = A[6] ^ B[6] ^ C[6];
    assign Sum[7] = A[7] ^ B[7] ^ C[7];
endmodule
module CLA_Adder32 (
    output Cout,
    output [31:0] Sum,
    input [31:0] A, B,
    input Cin
);
    wire C0, C1, C2;
    CLA_Adder8 A0(C0, Sum[7:0], A[7:0], B[7:0], Cin);
    CLA_Adder8 A1(C1, Sum[15:8], A[15:8], B[15:8], C0);
    CLA_Adder8 A2(C2, Sum[23:16], A[23:16], B[23:16], C1);
    CLA_Adder8 A3(Cout, Sum[31:24], A[31:24], B[31:24], C2);
endmodule
--- ./run.sh ---
#!/bin/bash
# OpenROAD 26Q1-2900-gdf79404cd8, Yosys 0.63+post, stock flow scripts
make -C /OpenROAD-flow-scripts/flow DESIGN_CONFIG=/design/flow/config.mk WORK_HOME=/design/flow/orfs finish
==> impl_metrics.ini <==
; physical design summary
[detailed_routing]
antenna_left = 0
via_per_inst = 2.98
vias = 725
wl_per_cell_um = 14.3
n_antenna_cell = 0
drc = 0
initialDrtViolationCount = 6
drt_first_pass_iters = 2
drt_wl_total_um = 3470

[power]
ir_worst_vdd_mv = 0.00790
p_per_area_nw_per_um2 = 24.2
p_leak_nw = 0.644

[status]
outcome = completed

[die]
initCoreUtil_pct = 7.60
dieArea_um2 = 13000
io_pins = 98
chipHeight_um = 114
rows = 34
die_w_um = 114
coreArea_um2 = 8680

[global_routing]
grt_pass1_vias = 900
grt_pass1_wl_um = 5200
antenna_found_initial = 0
use_met3_pct = 4.84
track_usage_pct = 5.13
grt_max_degree = 2
grt_overflow = 0
gr-usage-met2_pct = 6.95
grt_busiest_layer = met2
grt_util_met1_pct = 6.20

[final_layout]
drive_gt1_share_pct = 0
seq_cells = 0
clkbuf_count = 0
comb_area_um2 = 641
fillCellCount = 964
design_area_um2 = 1780
syn_to_final_growth_pct = 169
fin_cells = 243
regArea_um2 = 0

[sta]
worstMarginPinSlew_ns = 0.136
setup_violations = 0
max_freq_mhz = 42.2
min_period_ns = 23.68
finalCritPeriodShare_pct = 94.7
hold_viol = 0
rsz0062_at_grt = no
slew_headroom_pct = 90.9
finalSetupTns_ns = 0
drv_slew = 0

[setup_path]
arrival_ns = 18.68
crit_fanout = 1
critical-path-top-delay-family = adder cells
startpoint_type = input port
critPathCaptureType = output port
worst-setup-path-type = input port to output port
cp_common_cell = fa_1
slowest_delay_ns = 0.48
path_buffers = 4
worstPathRequired_ns = 20.00
cpMaxStageDelayCell = clkdlybuf4s50_1

[placement]
place_area_um2 = 1780
portBuffers = 98
numPlacedInstances = 243
hpwl_um = 3430
routabilityCongestion = 0.752

[clocking]
cts_setup_buffers = 0
holdBufCountCts = 0
cts_resized = 0

[synthesis]
yosysTopAreaCellShare_pct = 97.2
syn_area_per_cell_um2 = 17.8
synth_area_leader_cell = fa_1
top_cells_by_area = fa_1 97%, inv_1 2.8%
ys_sh_aoi_pct = 0
common_cells = 32 x fa_1, 5 x inv_1
yosysMostFrequentCell = fa_1
synth_cells = 37
synth_seq_share_pct = 0
synth_cell_types = 2
synth_area_um2 = 659
yosys-stat-area_um2 = 659
yosys-stat-cells = 37
xor_area_share_pct = 0
ys_sh_mux_pct = 0
ys_top_logic_family = adder cells
ys_sh_adder_pct = 97.2
simple_gate_area_share_pct = 0
ys.warnings.count = 0

[flow_run]
warnings = 32
drv_cap = 0

[hold_path]
hold_path_class = input port to output port
## cell families (layout without fill, tap and decap cells)
group                      after synthesis  count (layout)
adders and majority gates               32              32
buffers and inverters                    5             103
## metal layers
metal / share of wire, % / vias up
li1: - / 302
met1: 38 / 322
met2: 34 / 101
met3: 28 / 0
met4: 0 / 0
met5: 0 / -
## cell type report
cell class	instances	share of cell area, %
multi-input combinational	32	36.1
inverter	5	1.06
tap	108	7.61
timing repair buffer	98	55.3
## path summary, 6_finish.rpt
path	startpoint	end	slack (ns)	cells past startpoint
max	A[0]	Sum[31]	1.32	36
min	B[31]	Sum[31]	11.08	5
## per-stage QoR
step	util (%)	worst slack [ns]	power [mW]	hold WS [ns]
global placement	20.5	1.28	0.0441	11.08
finish	20.5	1.32	0.0430	11.08
global route	20.5	0.829	0.0489	11.13
CTS	20.5	1.25	0.0446	11.09
floorplan	-	2.72	0.00435	10.10
detailed placement	20.5	1.27	0.0445	11.08
## tightest hold or removal path: stages
cell             delay, ns
clkdlybuf4s50_1       0.39
inv_1                 0.07
fa_1                  0.15
inv_1                 0.04
clkdlybuf4s50_1       0.43
## cell usage in the layout, fill, tap and decap left out
master	count
inv_1	5
clkdlybuf4s50_1	98
fa_1	32
## power breakdown
part | internal (mW) | leakage [nW] | switching [mW]
logic | 0.0316 | 0.644 | 0.0114
registers | 0 | 0 | 0
clock network | 0 | 0 | 0
Power is estimated from default activity; no workload was simulated.
