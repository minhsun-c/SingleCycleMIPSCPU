===== flow/run.sh =====
#!/bin/bash
# OpenROAD 26Q1-2900-gdf79404cd8, Yosys 0.63+post, stock flow scripts
make -C /OpenROAD-flow-scripts/flow DESIGN_CONFIG=/design/flow/config.mk WORK_HOME=/design/flow/orfs finish

===== flow/config.mk =====
export PLATFORM = sky130hd
export DESIGN_NAME = ALU32
export DESIGN_NICKNAME = ALU32
export VERILOG_FILES = /design/flow/design.v
export SDC_FILE = /design/flow/constraint.sdc
export NUM_CORES = 4
export LEC_CHECK = 1
export CORE_UTILIZATION = 40

===== flow/constraint.sdc =====
current_design ALU32

set clk_period 2.7
set clk_io_pct 0.2

create_clock -name clk0 -period $clk_period

set non_clock_inputs [all_inputs -no_clocks]
set_input_delay [expr $clk_period * $clk_io_pct] -clock clk0 $non_clock_inputs
set_output_delay [expr $clk_period * $clk_io_pct] -clock clk0 [all_outputs]

===== flow/design.v =====
module FullAdder (
    output Cout, Sum,
    input A, B, Cin
);
    assign Cout = (A & B) | (A & Cin) | (B & Cin);
    assign Sum = A ^ B ^ Cin;
endmodule
module ALU (
    output reg result, Cout, 
    output zero_f,
    input A, B, Cin,
    input [1:0] opcode
);
    wire addition_rst, addition_cout;
    FullAdder ADD(addition_cout, addition_rst, A, B, Cin);
    always @(*) begin
        case (opcode)
            2'd0: begin
                result = A & B;
            end 
            2'd1: begin
                result = A | B;
            end
            2'd2: begin
                result = addition_rst;
                Cout = addition_cout;
            end
            2'd3: begin
                result = A ^ B;
            end
            default: 
                result = 1'b0;
        endcase
    end
    assign zero_f = (result == 1'b0);
endmodule
module ALU16 (
    output [15:0] result,
    output Cout,
    output zero_f,
    input [15:0] A, B,
    input Cin,
    input [1:0] opcode 
);
    wire C0, C1, C2, C3, C4, C5, C6, C7, 
        C8, C9, C10, C11, C12, C13, C14;
    wire zero_f0, zero_f1, zero_f2, zero_f3, 
        zero_f4, zero_f5, zero_f6, zero_f7, 
        zero_f8, zero_f9, zero_f10, zero_f11, 
        zero_f12, zero_f13, zero_f14, zero_f15;
    ALU A0(result[0], C0, zero_f0, A[0], B[0], Cin, opcode);
    ALU A1(result[1], C1, zero_f1, A[1], B[1], C0, opcode);
    ALU A2(result[2], C2, zero_f2, A[2], B[2], C1, opcode);
    ALU A3(result[3], C3, zero_f3, A[3], B[3], C2, opcode);
    ALU A4(result[4], C4, zero_f4, A[4], B[4], C3, opcode);
    ALU A5(result[5], C5, zero_f5, A[5], B[5], C4, opcode);
    ALU A6(result[6], C6, zero_f6, A[6], B[6], C5, opcode);
    ALU A7(result[7], C7, zero_f7, A[7], B[7], C6, opcode);
    ALU A8(result[8], C8, zero_f8, A[8], B[8], C7, opcode);
    ALU A9(result[9], C9, zero_f9, A[9], B[9], C8, opcode);
    ALU A10(result[10], C10, zero_f10, A[10], B[10], C9, opcode);
    ALU A11(result[11], C11, zero_f11, A[11], B[11], C10, opcode);
    ALU A12(result[12], C12, zero_f12, A[12], B[12], C11, opcode);
    ALU A13(result[13], C13, zero_f13, A[13], B[13], C12, opcode);
    ALU A14(result[14], C14, zero_f14, A[14], B[14], C13, opcode);
    ALU A15(result[15], Cout, zero_f15, A[15], B[15], C14, opcode);
    assign zero_f = (
        zero_f0 & zero_f1 & zero_f2 & zero_f3 & zero_f4 & 
        zero_f5 & zero_f6 & zero_f7 & zero_f8 & zero_f9 & 
        zero_f10 & zero_f11 & zero_f12 & zero_f13 & 
        zero_f14 & zero_f15
    );
endmodule
module ALU32 (
    output [31:0] result,
    output Cout,
    output zero_f,
    input [31:0] A, B,
    input Cin,
    input [1:0] opcode 
);
    wire C, zero_f0, zero_f1;
    ALU16 A0(result[15:0], C, zero_f0, A[15:0], B[15:0], Cin, opcode);
    ALU16 A1(result[31:16], Cout, zero_f1, A[31:16], B[31:16], C, opcode);
    assign zero_f = (zero_f0 & zero_f1);
endmodule

==> changes_impl.md <==
## Implementation

* Setup violations, final at 3
* Final ANT Viol Nets at 0
* Number of core rows at 34
* IO Pins at 101
* Antenna diodes at 0
* Crit path kind: primary input to primary output
* Element type at the critical path start: primary input
* Post-synth design cell area at 3750 sq um
* Hold Path Sink: result[24]
* Cell Pwr Density at 174 nW/um^2
* Hold_buf cts at 0
* Cycle use final at 109%
* Fin Setup TNS at -391 ps
* FF+latch count, synth at 32
* Largest net degree at the start of global routing at 25
* Endpoints left unconstrained at 33
* Core Util at FP at 42.2%
* Top area contributor share at 21.3%
* DRC errors left at 0
* Final wirelength at 7.11 mm
* IO Port Bufs at 101
* Dominant comb cell: adder cells
* Worst Path Max Fanout at 2
* HP Class: primary input to primary output
* Top cells by area: ha_1, inv_1, mux4_2
* Initial DRT Pass Iterations at 4
* GP Congestion at 0.841
* Pwr Total at 0.00102 W
* Register pins left without a clock at 32
* Die area at 9770 sq um
* Critical path's slowest cell: fa_1
* Ys Warns at 1
* Vias per Instance at 4.18
* Netlist cell types at 14
* Max cap viols at 0
* Fmax achieved at 340 MHz
* Maximum VDD drop at 0.0752 mV
* Xor/xnor share at 0%
* Failing checks: setup timing
* Fin. Hold Viols at 0
* Req. time, crit path at 2160 ps
* Aoi share at 0%
* Worst Max-Slew Pin Slew at 363 ps
* Final worst slack at -237 ps
* Synthesized area per cell at 9.28 sq um
* Critical path capture point type: primary output
* Yosys cell count at 404
* Wire length per cell at 10.3 microns
* Area leader, netlist: ha_1
* Die height at 98.8 microns
* WP data arrival at 2400 ps
* Yosys stat chip area at 3750 sq um
* Syn Inst Count at 404
* Cell Count, Final, Fillers Out at 691
* Design area at 5860 sq um
* Worst path max stage delay at 490 ps
* Hold depth at 4
* Placed cell area at 5370 sq um
* P&R area growth vs syn at 56.3%
* Rel. slew slack at 75.8%
* Initial drt markers at 52
* Vias at 2889
* Initial antenna violation count at 0
* Worst Hold Launch: B[24]
* Vias in the first global route at 3021
* Status: finished, violations left
* RSZ-0062 raised after global routing: true
* DP HPWL at 6.32 mm
* MUX share of area at 19.2%
* GRT Total Usage at 17.1%
* CP Cell Sequence: buf_6 -> inv_4 -> fa_1 -> inv_1 -> mux4_2 -> nor4_2 -> buf_4 -> nand4_1 -> nor2_1 -> buf_2
* GRT overflow at 0
* Final min period at 2940 ps
* Core area at 8890 sq um
* Simple share at 2.10%
* Fa+ha+maj area frac at 38.4%
* Log Warnings at 66
* Global-route wire length before repair at 13.0 mm
* Pleak at 3.34 nW
* Cell Count Post-Placement at 672
* Die width at 98.8 microns
* Final slew viol count at 0
* Layout cells sized above 1 at 49.9%
## placed cells by master (no fill, tap or decap), drive strengths merged
cell type / instances
inv: 192
buf: 186
ha: 64
dlxtn: 32
mux4: 32
fa: 32
dlygate4sd2: 21
nor4: 8
dlymetal6s2s: 5
clkdlybuf4s15: 5
nand4: 2
clkdlybuf4s50: 2
nor2: 1
nand2b: 1
## logic make-up after synthesis
logic type                 Yosys count
adders and majority gates           96
buffers and inverters              232
and+or+nand+nor                     12
latches                             32
muxes                               32
## per-layer routing
layer	track usage [%]	part of all wire, %	vias up
li1	-	-	1502
met1	27.5	48	1331
met2	28.7	49	52
met3	0.289	2.7	4
met4	0.918	0.62	0
met5	0	0	-
## cell type report
cell class                      count  area [sq um]
Fill cell                         690          3030
Multi-Input combinational cell    140          2330
Timing Repair Buffer              219          2130
Inverter                          192           791
Sequential cell                    32           480
Tap cell                          108           135
## synthesized netlist by cell type (all sizes together)
cell	instances
buf	36
clkbuf	4
dlxtn	32
fa	32
ha	64
inv	192
mux4	32
nand2b	1
nand4	2
nor2	1
nor4	8
## worst max-delay path, delay by kind of cell
kind	cells	cell delay, ps
and+or+nand+nor	3	480
buffers and inverters	5	400
adders and majority gates	1	490
muxes	1	470
## power breakdown
part	total, W	switching, W	internal [W]
registers	0.0000607	0.00000687	0.0000538
logic	0.000958	0.000351	0.000608
clock network	0	0	0
## timing repair
| action | CTS | global route |
|---|---|---|
| resized | 471 | 27 |
| pin swaps | 38 | 10 |
| setup buffers | 19 | 3 |
| endpoints found under the setup margin | 33 | 13 |
## worst max-delay path by stage
stage / end / startpoint / slack, ps
final: zero_f / B[19] / -240
after global routing: zero_f / B[19] / -320
after CTS: zero_f / B[3] / -260
## per-stage QoR
| step | worst slack (ps) | utilization (%) | hold WS (ps) |
|---|---|---|---|
| 4_1_cts | -260 | 65.0 | 1790 |
| 6_report | -237 | 65.9 | 1680 |
| 3_5_place_dp | -1310 | 60.4 | 2040 |
| 2_1_floorplan | 121 | - | 1500 |
| 5_1_grt | -321 | 65.9 | 1700 |
| 3_3_place_gp | -1270 | 60.4 | 2040 |
Power and IR drop assume default switching activity.
